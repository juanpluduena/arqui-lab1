==> /design/flow/config.mk <==
export PLATFORM = sky130hd
export DESIGN_NAME = datapath
export DESIGN_NICKNAME = datapath
export VERILOG_FILES = /design/flow/design.v
export SDC_FILE = /design/flow/constraint.sdc
export NUM_CORES = 4
export LEC_CHECK = 1
export CORE_UTILIZATION = 30
export SYNTH_HDL_FRONTEND = slang
==> /design/flow/design.v <==
module adder #(parameter N = 64)
					(input logic [N-1:0] a, b,
					output logic [N-1:0] y);
	assign y = a + b;
endmodule
module alu #(parameter N = 64) (
    input  logic [63:0] a, b,
    input  logic [3:0] ALUControl,
    output logic [63:0] result,
    output logic        zero,
    output logic        Ne, V, C,
    output logic        write_flags
);
    logic [63:0] complemento_b;
    always_comb begin
        complemento_b = ~b + 1;
        casez (ALUControl)
            4'b0000: result = a & b; 
            4'b0001: result = a | b;
            4'b0010,
            4'b1010: result = a + b;
            4'b0110,
            4'b1110: result = a + complemento_b; 
            4'b0111: result = b;
            default: result = 64'b0;
        endcase
    end
    always_comb begin
        write_flags = ALUControl[3];
    end
    always_comb begin
        zero = (result == 0);
        Ne = result[63];
        if (ALUControl == 4'b1010) begin
            V = (~(a[63] ^ b[63]) && (result[63] ^ a[63]));
            C = (result < a);
        end else if (ALUControl == 4'b1110) begin
            V = ((a[63] ^ b[63]) && (result[63] ^ a[63]));
            C = (a >= b);
        end else begin
            V = 0;
            C = 0;
        end
    end
endmodule
module bCondCheck (
    input logic [3:0] sel,
    input logic [3:0] flags,
    output logic cBranch
);
    always_comb begin
        case (sel)
            4'b0000: cBranch = (flags[3] == 1);                				 
            4'b0001: cBranch = (flags[3] == 0);                				 
            4'b0010: cBranch = (flags[1] == 1);                				 
            4'b0011: cBranch = (flags[1] == 0);                				 
            4'b0100: cBranch = (flags[2] == 1);                				 
            4'b0101: cBranch = (flags[2] == 0);                				 
            4'b0110: cBranch = (flags[0] == 1);                				 
            4'b0111: cBranch = (flags[0] == 0);                				 
            4'b1000: cBranch = (flags[3] == 0) && (flags[1] == 1);    		 
            4'b1001: cBranch = (flags[3] == 1) || (flags[1] == 0);    		 
            4'b1010: cBranch = (flags[2] == flags[0]);                		 
            4'b1011: cBranch = (flags[2] != flags[0]);                		 
            4'b1100: cBranch = (flags[3] == 0) && (flags[2] == flags[0]); 	 
            4'b1101: cBranch = (flags[3] == 1) || (flags[2] != flags[0]); 	 
            default: cBranch = 0;
        endcase
    end
endmodule
module datapath #(parameter N = 64)
					(input logic reset, clk,
					input logic reg2loc,									
					input logic AluSrc,
					input logic [3:0] AluControl,
					input logic	Branch,
					input logic memRead,
					input logic memWrite,
					input logic regWrite,	
					input logic memtoReg,
					input logic condBranch,
					input logic [31:0] IM_readData,
					input logic [N-1:0] DM_readData,
					output logic [N-1:0] IM_addr, DM_addr, DM_writeData, PCBranch_E,
					output logic DM_writeEnable, DM_readEnable, PCSrc );					
	logic [N-1:0] aluResult_E, writeData_E, writeData3; 
	logic [N-1:0] signImm_D, readData1_D, readData2_D;
	logic zero_E;
	logic n_E, v_E, c_E, write_flags_E;
	logic [95:0] qIF_ID;
	logic [271:0] qID_EX;
	logic [207:0] qEX_MEM;
	logic [134:0] qMEM_WB;
	fetch 	#(64) 	FETCH 	(.PCSrc_F(PCSrc),
										.clk(clk),
										.reset(reset),
										.PCBranch_F(qEX_MEM[201:138]),
										.imem_addr_F(IM_addr));								
	flopr 	#(96)		IF_ID 	(.clk(clk),
										.reset(reset),
										.d({IM_addr, IM_readData}),
										.q(qIF_ID));
	decode 	#(64) 	DECODE 	(.regWrite_D(qMEM_WB[134]),
										.reg2loc_D(reg2loc), 
										.clk(clk),
										.writeData3_D(writeData3),
										.instr_D(qIF_ID[31:0]), 
										.signImm_D(signImm_D), 
										.readData1_D(readData1_D),
										.readData2_D(readData2_D),
										.wa3_D(qMEM_WB[4:0]));				
	flopr 	#(272)	ID_EX 	(.clk(clk),
										.reset(reset),
										.d({condBranch, AluSrc, AluControl, Branch, memRead, memWrite, regWrite, memtoReg,	
											qIF_ID[95:32], signImm_D, readData1_D, readData2_D, qIF_ID[4:0]}),
										.q(qID_EX));	
	execute 	#(64) 	EXECUTE 	(.AluSrc(qID_EX[270]),
										.AluControl(qID_EX[269:266]),
										.PC_E(qID_EX[260:197]), 
										.signImm_E(qID_EX[196:133]), 
										.readData1_E(qID_EX[132:69]), 
										.readData2_E(qID_EX[68:5]), 
										.PCBranch_E(PCBranch_E), 
										.aluResult_E(aluResult_E), 
										.writeData_E(writeData_E), 
										.zero_E(zero_E),
										.n(n_E),
										.c(c_E),
										.v(v_E),
										.write_flags(write_flags_E));											
	flopr 	#(208)	EX_MEM 	(.clk(clk),
										.reset(reset),
										.d({qID_EX[271], qID_EX[265:261], PCBranch_E, zero_E, n_E, c_E, v_E, write_flags_E, aluResult_E, writeData_E, qID_EX[4:0]}),
										.q(qEX_MEM));	
	memory				MEMORY	(.clk(clk),
									   .condBranch(qEX_MEM[207]),
										.Branch_M(qEX_MEM[206]), 
										.CPSR_flags(qEX_MEM[137:134]),
										.write_flags_M(qEX_MEM[133]),
										.cond_code(qEX_MEM[3:0]),
										.PCSrc_M(PCSrc));
	assign DM_writeData = qEX_MEM[68:5];
	assign DM_addr = qEX_MEM[132:69];
	assign DM_writeEnable = qEX_MEM[204];
	assign DM_readEnable = qEX_MEM[205];
	flopr 	#(135)	MEM_WB 	(.clk(clk),
										.reset(reset),
										.d({qEX_MEM[203:202], qEX_MEM[132:69],	DM_readData, qEX_MEM[4:0]}),
										.q(qMEM_WB));
	writeback #(64) 	WRITEBACK (.aluResult_W(qMEM_WB[132:69]), 
										.DM_readData_W(qMEM_WB[68:5]), 
										.memtoReg(qMEM_WB[133]), 
										.writeData3_W(writeData3));		
endmodule
module decode #(parameter N = 64)
					(input logic regWrite_D, reg2loc_D, clk,
					input logic [N-1:0] writeData3_D,
					input logic [31:0] instr_D,
					output logic [N-1:0] signImm_D, readData1_D, readData2_D, 
					input logic [4:0] wa3_D);  
	logic [4:0] ra2;			
	mux2 	#(5) 	ra2mux	(.d0(instr_D[20:16]), .d1(instr_D[4:0]), .s(reg2loc_D), .y(ra2));
	regfile 		registers(.clk(clk), .we3(regWrite_D), .ra1(instr_D[9:5]), .ra2(ra2), .wa3(wa3_D), 
								 .wd3(writeData3_D), .rd1(readData1_D), .rd2(readData2_D));
	signext 		ext		(.a(instr_D), .y(signImm_D));	
endmodule
module execute #(parameter N = 64) (
	input logic AluSrc,
	input logic [3:0] AluControl,
	input logic [N-1:0] PC_E, signImm_E, readData1_E, readData2_E,
	output logic [N-1:0] PCBranch_E, aluResult_E, writeData_E,
	output logic n, v, c, write_flags,
	output logic zero_E
);
	logic [N-1:0] sl2_result, mux_result;
	mux2 #(N) mux_inst (
		.d0(readData2_E),
		.d1(signImm_E),
		.s(AluSrc),
		.y(mux_result)
	);
	adder #(N) adder_inst (
		.a(PC_E),
		.b(sl2_result),
		.y(PCBranch_E)
	);
	sl2 #(N) sl2_inst (
		.a(signImm_E),
		.y(sl2_result)
	);
	alu #(N) alu_inst(
		.a(readData1_E),
		.b(mux_result),
		.ALUControl(AluControl),
		.result(aluResult_E),
		.zero(zero_E), 
		.Ne(n), 
		.V(v), 
		.C(c), 
		.write_flags(write_flags)
	);
	assign writeData_E = readData2_E;
endmodule
module fetch #(parameter N = 64) (
	input logic PCSrc_F, clk, reset,
	input logic [N-1:0] PCBranch_F,
	output logic [N-1:0] imem_addr_F
);
	logic [N-1:0] mux_result, adder_result;
	mux2 mux_inst (
		.d0(adder_result),
		.d1(PCBranch_F),
		.s(PCSrc_F),
		.y(mux_result)
	);
	flopr flopr_inst (
	  .clk(clk),
	  .reset(reset),
	  .d(mux_result),
	  .q(imem_addr_F)
    );
	 adder adder_inst (
		.a(imem_addr_F),
		.b(64'h4),
		.y(adder_result)
	 );
endmodule
module flag_register (
	input logic clk,
	input logic write_enable,
	input logic [3:0] flags,
	output logic [3:0] q
);
	always_ff @(posedge clk)
		if (write_enable)
			q <= flags;
endmodule
module flopr #(parameter N = 64) (
	input logic clk,
	input logic reset,
	input logic [N-1:0] d,
	output logic [N-1:0] q
);
	always_ff @(posedge clk, posedge reset)
		if (reset) q <= '0;  
		else q <= d;
endmodule
module memory (
    input logic clk, Branch_M, write_flags_M, condBranch,
    input logic [3:0] CPSR_flags,
    input logic [3:0] cond_code,                    
    output logic PCSrc_M
);
    logic [3:0] flags_out;
    logic branch_condition_met;
    logic unconditional_branch;
    flag_register CPSR_FLAGS (
        .clk(clk),
        .write_enable(write_flags_M),
        .flags(CPSR_flags),
        .q(flags_out)
    );
    bCondCheck BCOND (
        .sel(cond_code),
        .flags(flags_out),
        .cBranch(branch_condition_met)
    );
    mux2 MUX_MEM (
        .d0(unconditional_branch),
        .d1(branch_condition_met),
        .s(condBranch),
        .y(PCSrc_M)
    );
    assign unconditional_branch = Branch_M & CPSR_flags[3];
endmodule
module mux2 #(parameter N = 64)
				(input logic [N-1:0] d0, d1,
				input logic s,
				output logic [N-1:0] y);
	assign y = s ? d1 : d0;
endmodule
module regfile(
	input logic clk, we3,
	input logic [4:0] ra1, ra2, wa3,
	input logic [63:0] wd3,
	output logic [63:0] rd1, rd2
);
	logic [63:0] REGS [0:31] = '{
		64'd0 , 64'd1 , 64'd2 , 64'd3 , 64'd4 , 64'd5 , 64'd6 , 64'd7 , 64'd8 , 64'd9 ,
		64'd10, 64'd11, 64'd12, 64'd13, 64'd14, 64'd15, 64'd16, 64'd17, 64'd18, 64'd19,
		64'd20, 64'd21, 64'd22, 64'd23, 64'd24, 64'd25, 64'd26, 64'd27, 64'd28, 64'd29,
		64'd30, 64'd0
	};
	always_ff @(posedge clk) begin
		if (we3 && (wa3 != 5'd31)) begin
			REGS[wa3] <= wd3;
		end
	end
	assign rd1 = (we3 && (wa3 == ra1)) ? wd3 : REGS[ra1];
    assign rd2 = (we3 && (wa3 == ra2)) ? wd3 : REGS[ra2];
endmodule
module signext(
	input logic [31:0] a,
	output logic [63:0] y
);
	logic [10:0] opcode;
	assign opcode = a[31:21];
	always_comb
		casez (opcode)
			11'b111_1100_0010: y = {{55{a[20]}}, a[20:12]};
			11'b111_1100_0000: y = {{55{a[20]}}, a[20:12]};
			11'b101_1010_0???: y = {{45{a[23]}}, a[23:5]};  
			11'b010_1010_0???: y = {{45{a[23]}}, a[23:5]};  
			11'b100_1000_100?,  
			11'b110_1000_100?,  
			11'b101_1000_100?,  
			11'b111_1000_100?: y = {{52{1'b0}} , a[21:10]};  
			default: y = 64'b0;
		endcase
endmodule
module sl2 #(parameter N = 64)
				(input logic [N-1:0] a,					
				output logic [N-1:0] y);
	assign y[0] = 1'b0;
	assign y[1] = 1'b0;
	assign y[63:2] = a[61:0];
endmodule
module writeback #(parameter N = 64)
					(input logic [N-1:0] aluResult_W, DM_readData_W,
					input logic memtoReg,
					output logic [N-1:0] writeData3_W);					
	mux2 #(64) MtoRmux (.d0(aluResult_W), .d1(DM_readData_W), .s(memtoReg), .y(writeData3_W));
endmodule
==> /design/flow/run.sh <==
#!/bin/bash
# OpenROAD 26Q1-2900-gdf79404cd8, Yosys 0.63+post, stock flow scripts
make -C /OpenROAD-flow-scripts/flow DESIGN_CONFIG=/design/flow/config.mk WORK_HOME=/design/flow/orfs finish
==> /design/flow/constraint.sdc <==
current_design datapath

set clk_period 67.7
set clk_io_pct 0.2

create_clock -name clk0 -period $clk_period [get_ports {clk}]

set non_clock_inputs [all_inputs -no_clocks]
set_input_delay [expr $clk_period * $clk_io_pct] -clock clk0 $non_clock_inputs
set_output_delay [expr $clk_period * $clk_io_pct] -clock clk0 [all_outputs]
==> impl_metrics.tcl <==
# yosys + openroad results
set metrics [dict create \
    period_used_share 0.292 \
    cts-root-buf "clkbuf_16" \
    io_buffers 368 \
    yosysCellCount 8595 \
    cts_tree "built" \
    cts_max_path_buffers 4 \
    adder_share 0.0303 \
    drc 0 \
    grt_pass1_wl_mm 653 \
    rsz0062_at_grt "false" \
    finalSetupViolCount 0 \
    synth.cell_area_sq_um 134000 \
    cp_max_fo 45 \
    min_period_ns 19.80 \
    lay_top_count "edfxtp_1" \
    ys_seq_frac 0.597 \
    fin_worst_skew_ns 0.0438 \
    netlist_logic_family_top "multiplexers" \
    min_path_type "register to register" \
    post_synth.cell_area_avg_sq_um 15.6 \
    initial_core_util 0.302 \
    synth_top_area_share 0.460 \
    synth_cells 8595 \
    final_cell_mix "edfxtp_1, mux4_2, nand2_1, dfrtp_1, a21oi_1" \
    maxSlewViolCount 0 \
    start_kind "register" \
    cp_data_arrival_time_ns 6.26 \
    grt_pass1_vias 90200 \
    crit_path_end_kind "output pin" \
    clkSlewWorstSetupHoldPaths_ns 0.06 \
    antenna_left 0 \
    cts_sinks 2781 \
    cts_resized 0 \
    place_congestion 0.942 \
    synthTopCellsByArea "edfxtp_1, mux4_2, dfrtp_1" \
    vdd_drop_max_mv 0.0215 \
    wirelength_mm 458 \
    antenna_found_initial 38 \
    ys_sh_xor 0.0118 \
    relSlewSlack 0.280 \
    place_hpwl_mm 294 \
    hold_violations 0 \
    clock_latency_ns 0.90 \
    dp_slack_ns 47.37 \
    cellLeakagePower_uw 0.0551 \
    wire_per_inst_microns 30.5 \
    drt_pass1_iterations 7 \
    p_per_area_nw_per_um2 28.1 \
    outcome "finished clean" \
    grt.overflow.total 0 \
    post_cts_buffers 0 \
    tightest_slew_ns 1.05 \
    postCtsHoldBufs 0 \
    grt_max_degree 91 \
    drive_gt1_frac 0.219 \
    totalNegativeSetupSlack_ns 0 \
    warnings 150 \
    ys_chip_area_sq_um 134000 \
    ys_ff 2781 \
    fin_ws_ns 47.90 \
    ys_warn_count 0 \
    synth.area.mux_share 0.205 \
    rows 244 \
    ff_type "edfxtp_1" \
    globalRouteTotalUtil 0.215 \
    totalPowerFinal_uw 4330 \
    required_ns 54.16 \
    drt_iter0_drc 5983 \
    aoi_share 0.0628 \
    yosysTopAreaCell "edfxtp_1" \
    async_flop_share 0.262 \
    h-tree-depth 5 \
    io_pins 369 \
    place_area_sq_um 144000 \
    syn_to_final_growth_pct 15.0 \
    die_h_microns 670 \
    fmaxAchievable_mhz 50.5 \
    crit_type "register to output pin" \
    hold_slack_ns 0.336 \
    chipArea_sq_um 449000 \
    maxCapViolCount 0 \
    core_area_sq_um 443000 \
    fillerInstances 41000 \
    die_w_microns 670 \
    synth_cell_types 97 \
    num_vias 83300 \
    edf_count 2052 \
    fin_area_sq_um 154000 \
    simple_gate_area_frac 0.0577 \
    vias_per_cell 5.54 \
    cts_made_buffers 285 \
]
worst paths after layout:
| kind | cells past startpoint | slack, ns | start | end |
|---|---|---|---|---|
| setup / recovery | 17 | 47.90 | ID_EX.q[196]$_DFF_PP0_ | PCBranch_E[63] |
| hold / removal | 0 | 0.34 | IF_ID.q[61]$_DFF_PP0_ | ID_EX.q[226]$_DFF_PP0_ |
| setup reg to reg | 27 | 58.10 | ID_EX.q[196]$_DFF_PP0_ | EX_MEM.q[135]$_DFF_PP0_ |
| hold reg to reg | 0 | 0.34 | IF_ID.q[61]$_DFF_PP0_ | ID_EX.q[226]$_DFF_PP0_ |
| max in group asynchronous | 6 | 51.33 | reset | MEM_WB.q[133]$_DFF_PP0_ |
| min in group asynchronous | 2 | 13.12 | reset | MEM_WB.q[99]$_DFF_PP0_ |
where the power goes:
group          switching [uW]  internal [uW]  total, uW
Sequential               75.9           1940       2020
Combinational             433            267        700
Clock                     675            933       1610
Total                    1180           3140       4330
cells in the mapped netlist (all sizes together) (12+ instances only):
master	n
or3	17
mux4	1153
nor3	63
nand2	742
mux2i	136
a21oi	393
o21ai	221
xnor2	113
nand2b	28
ha	319
xor2	68
o22ai	13
nor2	261
nand4	50
o21bai	35
a211oi	101
a21o	98
edfxtp	2052
o221ai	33
a31oi	87
dfrtp	729
nand3	188
and3	95
and2	24
a22oi	21
inv	342
nor4	35
nand3b	12
o31ai	30
buf	341
a311oi	80
o21a	26
nor2b	95
o211ai	27
clkbuf	384
state kept, by name (all words and copies together) (netlist names):
signal	count
ID_EX.q	227
EX_MEM.q	207
IF_ID.q	96
DECODE.registers.REGS	2048
MEMORY.CPSR_FLAGS.q	4
FETCH.flopr_inst.q	64
MEM_WB.q	135
critical path, stage by stage, from the launching register on:
cell and delay, ns:
dfrtp_2 0.34, buf_4 0.47, ha_1 0.41, a21oi_1 0.17, o21ai_0 0.10, a2111oi_0 0.43, o21ai_1 0.17, a2111oi_0 0.37
a21bo_2 0.30, a31o_2 0.24, a221oi_1 0.48, o31ai_1 0.16, a21oi_1 0.24, nand3b_1 0.23, nand2_1 0.13, a221oi_1 0.44
xnor2_1 0.20, clkdlybuf4s50_1 0.50
per-layer routing:
layer | GRT usage | wire length [microns] | vias to the layer above
met5 | 0.0147 | 700 | -
met4 | 0.0989 | 27900 | 46
met3 | 0.157 | 76900 | 1192
li1 | - | - | 34200
met1 | 0.218 | 140000 | 41800
met2 | 0.327 | 213000 | 5988
final cells by class:
type | instances | area [sq um] | area share
Multi-Input combinational cell | 4810 | 49800 | 0.324
Timing Repair Buffer | 657 | 6040 | 0.0392
Clock inverter | 131 | 1470 | 0.00953
Clock buffer | 382 | 7970 | 0.0518
Inverter | 342 | 1290 | 0.00839
Sequential cell | 2781 | 79900 | 0.519
Tap cell | 5904 | 7390 | 0.0480
Antenna cell | 27 | 67.6 | 0.000439
cell families after synthesis:
kind of cell / after synthesis
other cells: 1
buf+inv: 1067
flops: 2781
mux: 1299
simple gates: 1659
xor+xnor: 181
fa+ha+maj: 322
compound gates: 1285
per-stage QoR:
step                utilization  std cells
finish                    0.348      15000
global route              0.347      15000
CTS                       0.347      15000
detailed placement        0.326      14500
global placement          0.326      14500
floorplan                     -       8658
No activity file was given, so power comes from the tool's default toggle rates.
