===== config.mk =====
export PLATFORM = sky130hd
export DESIGN_NAME = controller
export DESIGN_NICKNAME = controller
export VERILOG_FILES = /design/flow/design.v
export SDC_FILE = /design/flow/constraint.sdc
export NUM_CORES = 4
export LEC_CHECK = 1
export CORE_AREA = 10 10 70 70
export DIE_AREA = 0 0 80 80
export SYNTH_HDL_FRONTEND = slang

===== constraint.sdc =====
current_design controller

set clk_period 2.7
set clk_io_pct 0.2

create_clock -name clk0 -period $clk_period

set non_clock_inputs [all_inputs -no_clocks]
set_input_delay [expr $clk_period * $clk_io_pct] -clock clk0 $non_clock_inputs
set_output_delay [expr $clk_period * $clk_io_pct] -clock clk0 [all_outputs]

===== design.v =====
module aludec (input  logic [10:0] funct,  
					input  logic [1:0]  aluop,  
					output logic [3:0] alucontrol);  				
	always_comb
		if (aluop == 2'b00) alucontrol = 4'b0010;  
		else if (aluop == 2'b01) alucontrol = 4'b0111;  
		else if((aluop == 2'b10) & (funct == 11'b100_0101_1000)) alucontrol = 4'b0010;  
		else if((aluop == 2'b10) & (funct == 11'b110_0101_1000)) alucontrol = 4'b0110;  
		else if((aluop == 2'b10) & (funct == 11'b100_0101_0000)) alucontrol = 4'b0000;  
		else if((aluop == 2'b10) & (funct == 11'b101_0101_0000)) alucontrol = 4'b0001;  
		else if((aluop == 2'b10) & (funct[10:1] == 10'b10_0100_0100)) alucontrol = 4'b0010;  
		else if((aluop == 2'b10) & (funct[10:1] == 10'b11_0100_0100)) alucontrol = 4'b0110;  
		else if((aluop == 2'b10) & (funct == 11'b101_0101_1000)) alucontrol = 4'b1010;  
		else if((aluop == 2'b10) & (funct == 11'b111_0101_1000)) alucontrol = 4'b1110;  
		else if((aluop == 2'b10) & (funct[10:1] == 10'b10_1100_0100)) alucontrol = 4'b1010;  
		else if((aluop == 2'b10) & (funct[10:1] == 10'b11_1100_0100)) alucontrol = 4'b1110;  
		else alucontrol = 4'b0000;
endmodule
module controller(input logic [10:0] instr,
						output logic [3:0] AluControl,						
						output logic reg2loc, regWrite, AluSrc, Branch,
											memtoReg, memRead, memWrite, condBranch);
	logic [1:0] AluOp_s;
	maindec 	decPpal 	(.Op(instr), 
							.Reg2Loc(reg2loc), 
							.ALUSrc(AluSrc), 
							.MemtoReg(memtoReg), 
							.RegWrite(regWrite), 
							.MemRead(memRead), 
							.MemWrite(memWrite), 
							.Branch(Branch), 
							.condBranch(condBranch),
							.ALUOp(AluOp_s));	
	aludec 	decAlu 	(.funct(instr), 
							.aluop(AluOp_s), 
							.alucontrol(AluControl));
endmodule
module maindec(
	input logic [10:0] Op,
	output logic Reg2Loc, ALUSrc, MemtoReg, RegWrite, MemRead, MemWrite, Branch, condBranch,
	output logic [1:0] ALUOp
);
	always_comb begin
		casez (Op)
			11'b111_1100_0010: begin
				Reg2Loc = 0;
				ALUSrc = 1;
				MemtoReg = 1;
				RegWrite = 1;
				MemRead = 1;
				MemWrite = 0;
				Branch = 0;
				condBranch = 0;
				ALUOp = 2'b00;
			end
			11'b111_1100_0000: begin
				Reg2Loc = 1;
				ALUSrc = 1;
				MemtoReg = 0;
				RegWrite = 0;
				MemRead = 0;
				MemWrite = 1;
				Branch = 0;
				condBranch = 0;
				ALUOp = 2'b00;
			end
			11'b101_1010_0???: begin
				Reg2Loc = 1;
				ALUSrc = 0;
				MemtoReg = 0;
				RegWrite = 0;
				MemRead = 0;
				MemWrite = 0;
				Branch = 1;
				condBranch = 0;
				ALUOp = 2'b01;
			end
			11'b101_0101_1000,  
			11'b111_0101_1000,  
			11'b100_0101_1000,  
			11'b110_0101_1000,  
			11'b100_0101_0000,  
			11'b101_0101_0000: begin  
				Reg2Loc = 0;
				ALUSrc = 0;
				MemtoReg = 0;
				RegWrite = 1;
				MemRead = 0;
				MemWrite = 0;
				Branch = 0;
				condBranch = 0;
				ALUOp = 2'b10;
			end
			11'b101_1000_100?,  
			11'b111_1000_100?,  
			11'b100_1000_100?,  
			11'b110_1000_100?: begin  
				Reg2Loc = 0;
				ALUSrc = 1;
				MemtoReg = 0;
				RegWrite = 1;
				MemRead = 0;
				MemWrite = 0;
				Branch = 0;
				condBranch = 0;
				ALUOp = 2'b10;
			end
			11'b010_1010_0???: begin
				Reg2Loc = 0;
				ALUSrc = 1;
				MemtoReg = 0;
				RegWrite = 0;
				MemRead = 0;
				MemWrite = 0;
				Branch = 0;
				condBranch = 1;
				ALUOp = 2'b10;
			end
			default: begin
				Reg2Loc = 0;
				ALUSrc = 0;
				MemtoReg = 0;
				RegWrite = 0;
				MemRead = 0;
				MemWrite = 0;
				Branch = 0;
				condBranch = 0;
				ALUOp = 2'b00;
			end
		endcase
	end
endmodule

===== run.sh =====
#!/bin/bash
# OpenROAD 26Q1-2900-gdf79404cd8, Yosys 0.63+post, stock flow scripts
make -C /OpenROAD-flow-scripts/flow DESIGN_CONFIG=/design/flow/config.mk WORK_HOME=/design/flow/orfs finish

==> run notes <==
The run finished with clean final reports. The multi-input combinational cells in the finished layout cover a total of 233 µm². The final max-slew violation count recorded for this run is 0. In the per-layer breakdown of the detailed-route log, met1 shows 437 µm. The number of fill cells is 382, and the slew of the pin with the lowest slew margin is 0.283 ns. With the initial core utilization at 6.74%, the mapped cell area is 230 µm².

The run gives 3 for the highest net fanout along the worst path. The tools report the register area share after synthesis as 0%. The run gives 80 µm for the die width.

The via count of the first global-routing pass was 368. In the routed design, unresolved DRC markers number 0. The highest metal layer carrying signal wires in the routed design is met3.

The worst min-delay path category was input pin to output port. The mean cell area of the mapped netlist is 6.77 µm². The minimum clock period was 2.63 ns. The flow reported a cell area power density of 69.2 nW/µm². The floorplan has 21 rows. The run gives 0 for the number of max-cap violations. After synthesis, the largest area contributor takes up 11.4% of total cell area. Ranked by total cell area, the synthesized netlist is headed by sky130_fd_sc_hd__o21ai_2 (11%), sky130_fd_sc_hd__nor3b_1 (9.8%), sky130_fd_sc_hd__nor2_1 (8.2%). Total global-route track usage over all layers is 3.02%.

The achievable clock frequency came out at 0.381 GHz. Nets still carrying antenna violations after routing amount to 0. The height of the die came out at 80 µm. The element type at the critical path start was an input pin. In the final layout, the share of cells above drive strength 1 is 39.7%.

The number of standard cells after synthesis is 34, and the OpenROAD warning count is 32. In this run, distinct cell masters in the synthesized netlist total 19. With the average wire per standard cell at 9.42 µm, the post-placement cell area is 586 µm². In the setup report, the worst path falls into the class input pin to output port. The run gives 34 for the total cells reported by yosys after synthesis. Routability congestion estimate: 0.826. After detailed routing, the met2 layer carries 429 µm of wire.

Relative to the synthesized area, the layout overhead comes to 166%. In this run, post-CTS hold repair placed 0 buffers. Entering global routing, the biggest net connects 7 pins. In this run the count of I/O pins placed on the die edge is 23. Number of antenna violations at the first check in global routing: 1.

For the completed layout, the total cell area is recorded as 613 µm². The worst setup path is captured at an output port. For this run, the detailed router reports a per-instance via density of 3.19. The tools report the post-layout total power as 0.0424 mW. For this block, the via count after detailed routing is 367. Registers take 0 µm². The post-route clock period utilization is 97.3%, and the detailed-routing iteration count for the pre-antenna-repair pass is 4. The first global-routing pass estimated 1630 µm of wire. From the final report, the count of setup violators was given as 0. Warnings reported by Yosys during synthesis add up to 0. The sequential cell count of the final layout was 0. The leakage power in the latest report is 0.299 nW.

With the normalized max-slew margin at 81.0%, the detailed route wirelength on metal3 is 216 µm. With the overall chip area at 6400 µm², the chip area from the yosys synthesis statistics is 230 µm². The area inside the core boundary is 3420 µm². The required time of the critical path was 2.16 ns; the hold violation total from the final report was 0. Per the synthesis report, the dominant area consumer among library cells is sky130_fd_sc_hd__o21ai_2. On the critical path the data arrives at 2.09 ns. For this run the aggregate overflow at the end of global routing stands at 0. For the final routed database, the setup TNS stands at 0 ns. IR analysis of the VDD net gives a maximum drop of 0.0000180 V. Port buffering added 23 buffers. Layout clock buffer count: 0.

The tools report the total wire length as 1080 µm. Once iteration 0 of detailed routing completed, the report listed 5 DRC markers.
[final cells by class]
cell class,count,share of cell area [%]
Antenna cell,1,0.408
Timing Repair Buffer,35,49.8
Multi-Input combinational cell,29,38.0
Inverter,4,2.45
Tap cell,46,9.39
[power breakdown]
group          internal [mW]  switching (mW)
combinational         0.0255          0.0169
sequential                 0               0
clock           0.0000000495               0
total                 0.0255          0.0169
[Yosys cell counts]
| cell type | count |
|---|---|
| sky130_fd_sc_hd__nor3b_1 | 3 |
| sky130_fd_sc_hd__or2b_2 | 1 |
| sky130_fd_sc_hd__nor2_1 | 5 |
| sky130_fd_sc_hd__inv_1 | 3 |
| sky130_fd_sc_hd__and4b_2 | 1 |
| sky130_fd_sc_hd__nand3_1 | 3 |
| sky130_fd_sc_hd__or3b_1 | 1 |
| sky130_fd_sc_hd__nor2b_1 | 1 |
| sky130_fd_sc_hd__nor4b_2 | 1 |
| sky130_fd_sc_hd__or4_4 | 1 |
| sky130_fd_sc_hd__inv_2 | 1 |
| sky130_fd_sc_hd__buf_4 | 1 |
| sky130_fd_sc_hd__o211ai_1 | 2 |
| sky130_fd_sc_hd__nor4b_1 | 1 |
| sky130_fd_sc_hd__nand2_1 | 3 |
| sky130_fd_sc_hd__and4bb_2 | 1 |
| sky130_fd_sc_hd__o21ai_2 | 3 |
| sky130_fd_sc_hd__o21bai_1 | 1 |
| sky130_fd_sc_hd__a32oi_1 | 1 |
[cells in the final DEF, fill, tap and decap left out, types with 2 or more instances in the layout]
cell,Yosys,routed
sky130_fd_sc_hd__dlymetal6s2s_1,0,4
sky130_fd_sc_hd__nor3b_1,3,2
sky130_fd_sc_hd__dlygate4sd2_1,0,8
sky130_fd_sc_hd__clkbuf_2,0,3
sky130_fd_sc_hd__o211ai_1,2,2
sky130_fd_sc_hd__o21ai_2,3,3
sky130_fd_sc_hd__nand3_1,3,3
sky130_fd_sc_hd__inv_1,3,3
sky130_fd_sc_hd__buf_4,1,12
sky130_fd_sc_hd__clkdlybuf4s50_1,0,8
sky130_fd_sc_hd__nand2_1,3,3
sky130_fd_sc_hd__nor2_1,5,5
[kinds of logic (layout without fill, tap and decap cells)]
family,after synthesis,after routing,synth area share (%)
buffers and inverters,5,39,9.78
other,0,1,0
AOI/OAI and AO/OA,7,7,25.0
and+or+nand+nor,22,22,65.2
[path summary, 6_finish.rpt]
kind | cells after the start | start | to | slack (ns)
worst min-delay path | 4 | instr[9] | condBranch | 1.56
worst max-delay path | 5 | instr[2] | AluControl[3] | 0.07
[what timing repair did]
item                       CTS  global route
buffers inserted             3             0
resized                     15            11
setup endpoints to repair   12             8
cloned                       0             0
pin swaps                    3             6
[worst max-delay path, stage by stage]
cell	delay [ns]
sky130_fd_sc_hd__clkdlybuf4s50_1	0.44
sky130_fd_sc_hd__nor4b_2	0.27
sky130_fd_sc_hd__o211ai_1	0.19
sky130_fd_sc_hd__nor2_1	0.16
sky130_fd_sc_hd__clkdlybuf4s50_1	0.48
[per-layer routing]
metal | up-vias | track usage, %
met4 | 0 | 0
met2 | 18 | 4.57
li1 | 195 | -
met3 | 0 | 1.93
met1 | 154 | 3.76
met5 | - | 0
[stage by stage]
step	std cells	hold WS [ns]	utilization [%]	setup WS, ns
floorplan	34	1.16	-	0.611
global placement	112	2.14	17.1	-0.372
detailed placement	112	2.15	17.1	-0.387
CTS	114	1.77	17.8	0.00103
global route	115	1.61	17.9	-0.0195
finish	115	1.56	17.9	0.0723
Power is estimated from default activity; no workload was simulated.
